==> design.v <==
`timescale 1ns / 1ps
module Ex_1(
	input clk,
	input rst_n,
	input flick,
	output [15:0]lamp
);
parameter INIT=0;
parameter UP_0_15=1;
parameter DOWN_15_5=2;
parameter UP_5_10=3;
parameter DOWN_10_0=4;
parameter UP_0_5=5;
parameter DOWN_5_0=6;
reg [2:0]state;
reg [2:0]next_state;
reg [15:0]lamp_temp=16'd0;
assign lamp[15:0]=lamp_temp[15:0];
always@(posedge clk or negedge rst_n) begin
	if(!rst_n)
		state<=3'd0;
	else
		state<=next_state;
end
always@(state or flick or lamp) begin
	case(state)
	INIT: begin
		if(!flick) begin
			next_state=INIT;
		end
		else begin 
			next_state=UP_0_15;
		end
	end
	UP_0_15: begin
		if(lamp[15]!=1'b1) begin
			next_state=UP_0_15;
		end
		else begin
			next_state=DOWN_15_5;
		end
	end
	DOWN_15_5: begin
		if(flick==1'b1 && lamp[5]==1'b0 && lamp[4]==1'b1) begin
			next_state=UP_0_15;
		end
		else begin
			if(lamp[5]==1'b0 && lamp[4]==1'b1) begin
				next_state=UP_5_10;
			end
			else begin
				next_state=DOWN_15_5;
			end
		end
	end
	UP_5_10: begin
		if(lamp[10]!=1'b1) begin
			next_state=UP_5_10;
		end
		else begin
			next_state=DOWN_10_0;
		end
	end
	DOWN_10_0: begin
		if(flick==1'b1 && ((lamp[5]==1'b0 & lamp[4]==1'b1 ) ||lamp[0]==1'b0)) begin
			next_state=UP_5_10;
		end
		else begin
			if(lamp[0]!=1'b0) begin
				next_state=DOWN_10_0;
			end
			else begin
				next_state=UP_0_5;
			end
		end
	end
	UP_0_5: begin
		if(lamp[5]!=1'b1) begin
			next_state=UP_0_5;
		end
		else begin
			next_state=DOWN_5_0;
		end
	end
	DOWN_5_0: begin
		if(lamp[0]!=1'b0) begin
			next_state=DOWN_5_0;
		end
		else begin
			next_state=INIT;
		end
	end
	default: begin next_state=INIT; end
	endcase
end
always@(posedge clk or negedge rst_n) begin
	if(!rst_n)
		lamp_temp<=16'd0;
	else begin
		case(state)
		INIT: begin
			if(flick)
				lamp_temp<=16'h0001;
			else
				lamp_temp<=16'h0000;
		end
		UP_0_15: begin
			if(lamp[15])
				lamp_temp<=lamp_temp>>1;
			else begin
				lamp_temp<=(lamp_temp<<1)| 16'h0001;
			end
		end
		DOWN_15_5: begin
			if(lamp[5]==0) begin
				lamp_temp<=(lamp_temp<<1)| 16'h0001;
			end
			else begin
				lamp_temp<=lamp_temp>>1;
			end
		end
		UP_5_10: begin
			if(lamp[10])
				lamp_temp<=lamp_temp>>1;
			else begin
				lamp_temp<=(lamp_temp<<1)| 16'h0001;
			end
		end
		DOWN_10_0: begin
			if(lamp[5]==0 && lamp[4]==1) begin
				if(flick) begin
					lamp_temp<=(lamp_temp<<1)| 16'h0001;
				end
				else begin
					lamp_temp<=lamp_temp>>1;
				end
			end
			else begin
				if(lamp[0]==1)
					lamp_temp<=lamp_temp>>1;
				else begin
					lamp_temp<=(lamp_temp<<1)| 16'h0001;
				end
			end
		end
		UP_0_5: begin
			if(lamp[5])
				lamp_temp<=lamp_temp>>1;
			else begin
				lamp_temp<=(lamp_temp<<1)| 16'h0001;
			end
		end
		DOWN_5_0: begin
			lamp_temp<=lamp_temp>>1;
		end
		default: lamp_temp<=16'h0000;
		endcase
	end
end
endmodule
==> run.sh <==
#!/bin/bash
# OpenROAD 26Q1-2900-gdf79404cd8, Yosys 0.63+post, stock flow scripts
make -C /OpenROAD-flow-scripts/flow DESIGN_CONFIG=/design/flow/config.mk WORK_HOME=/design/flow/orfs finish
==> config.mk <==
export PLATFORM = sky130hd
export DESIGN_NAME = Ex_1
export DESIGN_NICKNAME = Ex_1
export VERILOG_FILES = /design/flow/design.v
export SDC_FILE = /design/flow/constraint.sdc
export NUM_CORES = 4
export LEC_CHECK = 1
export CORE_AREA = 10 10 113 113
export DIE_AREA = 0 0 123 123
==> constraint.sdc <==
current_design Ex_1

set clk_period 2.7
set clk_io_pct 0.2

create_clock -name clk0 -period $clk_period [get_ports {clk}]

set non_clock_inputs [all_inputs -no_clocks]
set_input_delay [expr $clk_period * $clk_io_pct] -clock clk0 $non_clock_inputs
set_output_delay [expr $clk_period * $clk_io_pct] -clock clk0 [all_outputs]
==> results.txt <==
IO Count: 19
Pwr Total: 0.00143 W
Num CTS Buffers: 3
gpl congestion: 0.889
via-per-instance ratio: 3.67
Cell Type Count: 40
Global Route Usage Sum: 4.35%
Top cell excl fill/tap: dfrtp_1
Late-Pin Clk Latency: 260 ps
largest net degree at the start of global routing: 16
post-route ant nets: 0
Async SR Flop Fraction: 100%
Flop area: 577 sq um
Max Cap Viol: 0
# resized after CTS: 0
crit path buf inv count: 1
Yosys top cell by area: dfrtp_1
Fin Setup TNS: 0 ps
hold path cells: 1
CTS tree: built
global route overflow: 0
H-Tree Depth: 1
fillers: 1128
worst-path maximum fanout: 14
Slew headroom: 64.2%
ant diodes: 0
Core ar.: 10300 sq um
Chip Area: 15100 sq um
vias in the first global route: 934
most numerous logic cells after layout: dfrtp_1, clkdlybuf4s50_1, a22o_1
std cell rows: 37
die height: 123 um
Startpoint Class: register
drt first pass iters: 4
worst-margin pin slew: 537 ps
Fmax: 486 MHz
kind of critical path: reg2out
Final setup violation count: 0
VDD IR max: 0.334 mV
Power Density: 927 nW/um^2
Comb area: 534 sq um
Mapped Cells: 106
Levels on crit path: 1
Crit path required time: 2160 ps
Post-DP HPWL: 2.41 mm
routed length per instance: 12.2 um
Leakage: 0.635 nW
drt total wl: 3.19 mm
critical path's top delay family: flip-flops
port bufs: 18
initial antenna violation count: 0
register share after synthesis: 49.2%
Tool Warnings: 25
top cells by area, synth: dfrtp_1, a22o_1, nand2b_1
CTS sink cnt: 23
Period minus WS final: 2060 ps
ys flops: 23
hold_buf cts: 0
flop2flop setup slack: 1050 ps
crit path max-delay cell type: dfrtp_1
Syn. warnings: 1
root buffer cell: clkbuf_8
worst clock skew: 0.887 ps
Worst Setup End Kind: output port
global-route wire length before repair: 5.29 mm
area grow syn2layout: 32.0%
Post-Syn Area: 1170 sq um
post-CTS setup repair buffer count: 0
yosys stat area: 1170 sq um
status: finished clean
Clock Path Buffers: 2
DR iter-0 viols: 83
final hold vios: 0
share of cells above drive strength 1: 12.0%
Post-synth EDFFs: 0
worst-path cell chain: clkdlybuf4s50_1
crit share post-route: 76.2%
count of pins over their slew limit: 0
unrepaired setup endpoints after global routing: false
syn_area_per_cell: 11.1 sq um
max incr delay on CP: 690 ps
yosys cell count: 106
post-synth top area share: 47.0%
Worst-path clk slew: 80 ps
HP Class: reg2reg
Worst Path Arrival: 1520 ps
reg2reg path depth: 4
routed vias: 958
worst hold margin: 528 ps
Die Wd: 123 um
Post-route DRC: 0
Dominant flop cell: dfrtp_1
fp_density: 11.4%
## per-stage QoR
step	cell area (sq um)	setup WS [ps]	cells	util, %
after floorplan	1170	1350	106	-
after global placement	1500	652	257	14.6
after detailed placement	1500	645	257	14.6
after CTS	1550	627	261	15.0
after global routing	1550	563	261	15.0
final	1550	644	261	15.0
## flip-flops by register name (all words and copies together), names as in the netlist
signal / flops
state: 7
lamp_temp: 16
## metal layers
| metal | track usage [%] | routed length, um | up-vias |
|---|---|---|---|
| met5 | 0 | 0 | - |
| met3 | 1.57 | 301 | 2 |
| met4 | 0.364 | 32 | 0 |
| li1 | - | - | 440 |
| met1 | 5.96 | 1360 | 477 |
| met2 | 6.76 | 1490 | 39 |
## Yosys cell counts, drive strengths merged (2+ instances only)
master	count
a21boi	2
a21o	2
a21oi	5
a221o	3
a222oi	2
a22o	10
a32o	3
buf	3
dfrtp	22
inv	9
nand2	6
nand2b	7
nand3	3
nor2	4
o211ai	2
o21a	2
o21ai	8
## final timing paths
path	startpoint	endpoint
worst max-delay path	lamp_temp[0]$_DFF_PN0_	lamp[0]
worst min-delay path	lamp_temp[11]$_DFF_PN0_	lamp_temp[10]$_DFF_PN0_
worst max register to register	lamp_temp[5]$_DFF_PN0_	lamp_temp[0]$_DFF_PN0_
worst min register to register	lamp_temp[11]$_DFF_PN0_	lamp_temp[10]$_DFF_PN0_
max in group asynchronous	rst_n	state[2]$_DFF_PN0_
min in group asynchronous	rst_n	lamp_temp[9]$_DFF_PN0_
## cells by family after synthesis
logic type / after synthesis / share of synthesized area, %
AOI/OAI and AO/OA: 45 / 32.6
DFF: 23 / 49.2
and+or+nand+nor: 24 / 12.2
buffers and inverters: 13 / 5.23
muxes: 1 / 0.854
## where the power goes
group,total (W),internal [W],switching [W]
combinational,0.000632,0.000326,0.000306
sequential,0.000595,0.000431,0.000164
clock,0.000208,0.000105,0.000103
total,0.00143,0.000862,0.000573
## cell type report
type | count | area share (%)
inverters | 9 | 2.18
multi-input cells | 70 | 34.5
repair buffers | 19 | 12.1
well taps | 136 | 11.0
flip-flops and latches | 23 | 37.3
clock buffers | 4 | 2.91
No activity file was given, so power comes from the tool's default toggle rates.
